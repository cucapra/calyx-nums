==> config.mk <==
export PLATFORM = sky130hd
export DESIGN_NAME = num_sadd
export DESIGN_NICKNAME = num_sadd
export VERILOG_FILES = /design/flow/design.v
export SDC_FILE = /design/flow/constraint.sdc
export NUM_CORES = 4
export LEC_CHECK = 1
export CORE_AREA = 10 10 87 87
export DIE_AREA = 0 0 97 97
==> design.v <==
module num_rpad #(
    parameter int IN_WIDTH  = 32,
    parameter int OUT_WIDTH = 32
) (
    input  logic [ IN_WIDTH-1:0] in,
    output logic [OUT_WIDTH-1:0] out
);
  localparam int EXTEND = OUT_WIDTH - IN_WIDTH;
  assign out = {in, {EXTEND{1'b0}}};
endmodule
module num_sneg #(
    parameter int WIDTH = 32
) (
    input  logic signed [WIDTH-1:0] in,
    output logic signed [WIDTH-1:0] out
);
  assign out = -in;
endmodule
module num_sabs #(
    parameter int WIDTH = 32
) (
    input  logic signed [WIDTH-1:0] in,
    output logic signed [WIDTH-1:0] out
);
  assign out = in[WIDTH-1] ? -in : in;
endmodule
module num_min #(
    parameter int WIDTH = 32
) (
    input  logic [WIDTH-1:0] left,
    input  logic [WIDTH-1:0] right,
    output logic [WIDTH-1:0] out
);
  assign out = (left < right) ? left : right;
endmodule
module num_max #(
    parameter int WIDTH = 32
) (
    input  logic [WIDTH-1:0] left,
    input  logic [WIDTH-1:0] right,
    output logic [WIDTH-1:0] out
);
  assign out = (left > right) ? left : right;
endmodule
module num_smin #(
    parameter int WIDTH = 32
) (
    input  logic signed [WIDTH-1:0] left,
    input  logic signed [WIDTH-1:0] right,
    output logic signed [WIDTH-1:0] out
);
  assign out = (left < right) ? left : right;
endmodule
module num_smax #(
    parameter int WIDTH = 32
) (
    input  logic signed [WIDTH-1:0] left,
    input  logic signed [WIDTH-1:0] right,
    output logic signed [WIDTH-1:0] out
);
  assign out = (left > right) ? left : right;
endmodule
module num_ssignbit #(
    parameter int WIDTH = 32
) (
    input logic signed [WIDTH-1:0] in,
    output logic out
);
  assign out = in[WIDTH-1];
endmodule
module num_sadd #(
    parameter int LEFT_WIDTH = 32,
    parameter int LEFT_LSB = 0,
    parameter int RIGHT_WIDTH = 32,
    parameter int RIGHT_LSB = 0,
    parameter int OUT_WIDTH = 33
) (
    input  logic signed [ LEFT_WIDTH-1:0] left,
    input  logic signed [RIGHT_WIDTH-1:0] right,
    output logic signed [  OUT_WIDTH-1:0] out
);
  logic signed [  LEFT_LSB+LEFT_WIDTH-1:0] left_aligned;
  logic signed [RIGHT_LSB+RIGHT_WIDTH-1:0] right_aligned;
  assign left_aligned = {left, {LEFT_LSB{1'b0}}};
  assign right_aligned = {right, {RIGHT_LSB{1'b0}}};
  assign out = left_aligned + right_aligned;
endmodule
module num_smul #(
    parameter int LEFT_WIDTH = 32,
    parameter int RIGHT_WIDTH = 32,
    parameter int OUT_WIDTH = 64,
    parameter int OUT_LSB = 0
) (
    input  logic signed [ LEFT_WIDTH-1:0] left,
    input  logic signed [RIGHT_WIDTH-1:0] right,
    input  logic                          go,
    input  logic                          reset,
    input  logic                          clk,
    output logic signed [  OUT_WIDTH-1:0] out,
    output logic                          done
);
  logic [1:0] done_buffer;
  assign done = done_buffer[1];
  logic signed [       LEFT_WIDTH-1:0] left_tmp;
  logic signed [      RIGHT_WIDTH-1:0] right_tmp;
  logic signed [OUT_LSB+OUT_WIDTH-1:0] out_tmp;
  assign out = out_tmp[OUT_LSB+OUT_WIDTH-1:OUT_LSB];
  always_ff @(posedge clk) begin
    if (go) begin
      done_buffer[0] <= 1;
      done_buffer[1] <= done_buffer[0];
    end else begin
      done_buffer <= 0;
    end
  end
  always_ff @(posedge clk) begin
    if (!reset && go) begin
      left_tmp  <= left;
      right_tmp <= right;
    end else begin
      left_tmp  <= 0;
      right_tmp <= 0;
    end
  end
  always_ff @(posedge clk) begin
    if (reset) begin
      out_tmp <= 0;
    end else if (go) begin
      out_tmp <= left_tmp * right_tmp;
    end else begin
      out_tmp <= out_tmp;
    end
  end
endmodule
==> constraint.sdc <==
current_design num_sadd

set clk_period 12.8
set clk_io_pct 0.2

create_clock -name clk0 -period $clk_period

set non_clock_inputs [all_inputs -no_clocks]
set_input_delay [expr $clk_period * $clk_io_pct] -clock clk0 $non_clock_inputs
set_output_delay [expr $clk_period * $clk_io_pct] -clock clk0 [all_outputs]
==> run.sh <==
#!/bin/bash
# OpenROAD 26Q1-2900-gdf79404cd8, Yosys 0.63+post, stock flow scripts
make -C /OpenROAD-flow-scripts/flow DESIGN_CONFIG=/design/flow/config.mk WORK_HOME=/design/flow/orfs finish
==> results.cfg <==
; generated from flow reports
[floorplan]
coreArea_um2 = 5642
die_w_um = 97
die-area_um2 = 9409
num_rows = 27
initCoreUtil_pct = 31.40
io_pins = 97
die_h_um = 97

[global_route]
grtUsageTotal_pct = 11.74
grt_pass1_wl_um = 9804
grt_max_degree = 9
grt_overflow = 0
antenna_found_initial = 0
grt_pass1_vias = 2081

[final_timing]
min_period_ns = 8.197
finalSetupViolations = 0
timing.fmax_mhz = 122.0
hold_viol_final = 0
tns_ns = 0
fin_crit_sh_pct = 64.04
maxSlewHeadroom_pct = 72.82
rsz0062_at_grt = false
hold_slack_ns = 6.146
slew_viol_final = 0
worst_pin_slew_ns = 0.4025

[run]
maxCapViolations = 0
tool_warnings = 32

[run_status]
status = completed

[final_layout]
design.seq.count = 0
num-clock-buffers = 0
fin_area_um2 = 2800
post-route-util_pct = 49.63
drive_gt1_share_pct = 3.550
area_growth_pct = 58.05
regArea_um2 = 0

[yosys]
ys_types = 47
area_leaders = ha_1 (23%), xnor2_1 (8.9%), a21oi_1 (8.8%)
synthesis.instances = 247
synth_area_um2 = 1772
synth_area_per_cell_um2 = 7.173
ys_cells = 247
ys_seq_share_pct = 0
yosysWarnings = 0
top_area_share_pct = 22.60
top_area_cell = ha_1
yosysChipArea_um2 = 1772

[route]
avgRoutedWirePerCell_um = 14.27
via_per_inst = 5.088
drc_errors = 0
antennaDiodeCount = 0
routed_wl_um = 5852
ant_nets = 0
vias = 2086
drtIter0Drc = 52
firstDrtPassIters = 4

[worst_hold_path]
hp-class = primary input to output port

[setup_path]
path_cells = clkdlybuf4s50_1, ha_1, fa_1, a21oi_1, o221ai_1, o211ai_1, o21ai_0, o22ai_1, nand4b_1, o311ai_0, clkdlybuf4s50_1
cp_slowest_cell = clkdlybuf4s50_1
crit_path_end_kind = output port
cp_max_fo = 3
max_stage_delay_ns = 0.53
crit_required_ns = 10.24
crit_arrival_ns = 5.64
criticalPathCategory = primary input to output port
startpoint_type = primary input
cp_common_cell = clkdlybuf4s50_1

[pwr]
p_seq_share_pct = 0
p_sw_uw = 62.64
p_leak_nw = 1.176
power_frac_clock_pct = 0
p_sw_share_pct = 40.07
p_comb_share_pct = 100.0
ir_drop_mv = 0.02408
cellInternalPower_uw = 93.70
power.density_nw_per_um2 = 55.83

[placed_design]
dp_hpwl_um = 5185
placed_cell_area_um2 = 2800
port_buffers = 97
gp_congestion = 0.8859

[clock_network]
ctsResizeCount = 0
cts_hold_buffers = 0
post_cts_buffers = 0
[worst max-delay path: cells and delay by family]
kind	cells	cell delay [ns]
buf+inv	2	0.93
compound gates	6	1.40
simple gates	1	0.13
fa+ha+maj	2	0.62
[logic make-up (layout without fill, tap and decap cells)]
family                     Yosys count  in the layout  share of synthesized area [%]
buffers and inverters               19            110                          4.591
muxes                                1              1                         0.5650
adders and majority gates           33             33                          23.73
xor gates and xnor gates            27             27                          13.35
AOI/OAI and AO/OA                   94             94                          37.43
and+or+nand+nor                     73             73                          20.34
[per-stage QoR]
stage / std cells / total power [mW] / setup slack, ns
final: 410 / 0.1563 / 4.603
after global routing: 410 / 0.1742 / 4.336
after CTS: 410 / 0.1589 / 4.569
after detailed placement: 410 / 0.1576 / 4.571
after global placement: 410 / 0.1584 / 4.645
after floorplan: 247 / 0.07677 / 5.843
[area by class of cell]
class                           count  area, um^2
Fill cell                         567        2841
Inverter                           13       48.80
Multi-Input combinational cell    228        1690
Tap cell                           72       90.09
Timing Repair Buffer               97       970.9
[cells in the final DEF, fill, tap and decap left out, drive strengths merged, types with 2 or more instances in the layout]
master / netlist / final
clkdlybuf4s50: 0 / 97
ha: 32 / 32
a21oi: 31 / 31
nor2: 22 / 22
nand2: 18 / 18
xnor2: 18 / 18
o21ai: 15 / 15
inv: 13 / 13
a21o: 12 / 12
xor2: 9 / 9
nor3: 7 / 7
nand3: 7 / 7
o211ai: 7 / 7
nand4: 4 / 4
a31oi: 4 / 4
o21a: 3 / 3
nor2b: 3 / 3
a211o: 3 / 3
a311oi: 3 / 3
o31ai: 3 / 3
or3: 2 / 2
or2: 2 / 2
nand2b: 2 / 2
and3: 2 / 2
o311ai: 2 / 2
o21bai: 2 / 2
a21boi: 2 / 2
[Yosys cell counts (2+ instances only)]
master / number
a211o_1: 3
nor2b_1: 3
xor2_1: 9
nand2_1: 18
and3_1: 2
a31oi_1: 4
clkbuf_1: 3
a21o_1: 12
or2_2: 2
o31ai_1: 2
nor3_1: 7
xnor2_1: 18
o21a_1: 3
buf_2: 2
a311oi_2: 2
or3_1: 2
o211ai_1: 7
ha_1: 32
nand2b_1: 2
nor2_1: 22
o311ai_0: 2
o21ai_0: 11
a21oi_1: 31
nand4_1: 4
o21ai_1: 3
nand3_1: 7
inv_1: 13
o21bai_1: 2
[power by group through the flow]
stage     registers (mW)  logic [mW]  clock network (mW)
6_report               0       0.156                   0
5_1_grt                0       0.174                   0
4_1_cts                0       0.159                   0
[worst paths after layout]
path | start | endpoint | slack [ns] | cells after the start
setup / recovery | left[0] | out[26] | 4.60 | 11
hold / removal | right[0] | out[0] | 6.15 | 3
[metal layers]
| layer | vias up | global-route usage [%] | wire (um) |
|---|---|---|---|
| li1 | 1110 | - | - |
| met1 | 907 | 15.89 | 2808 |
| met2 | 69 | 19.89 | 2689 |
| met3 | 0 | 2.292 | 353 |
| met5 | - | 0 | 0 |
| met4 | 0 | 0 | 0 |
Power figures rest on the tool's default switching activity, not on a simulated workload.
